$ cat flow/config.mk
export PLATFORM = sky130hd
export DESIGN_NAME = FullLookCutLine
export DESIGN_NICKNAME = FullLookCutLine
export VERILOG_FILES = /design/flow/design.v
export SDC_FILE = /design/flow/constraint.sdc
export NUM_CORES = 4
export LEC_CHECK = 1
export CORE_AREA = 10 10 70 70
export DIE_AREA = 0 0 80 80
$ cat flow/constraint.sdc
current_design FullLookCutLine

set clk_period 4.7
set clk_io_pct 0.2

create_clock -name clk0 -period $clk_period

set non_clock_inputs [all_inputs -no_clocks]
set_input_delay [expr $clk_period * $clk_io_pct] -clock clk0 $non_clock_inputs
set_output_delay [expr $clk_period * $clk_io_pct] -clock clk0 [all_outputs]
$ cat flow/design.v
module FullLookCutLine(cut_line,x,y,z);
	parameter LongBits_limit = 10               ;  
	typedef bit [LongBits_limit-1:0] LongBitSum ;  
	int i = 0;
	input  LongBitSum cut_line ;  
	input  LongBitSum x        ;  
	input  LongBitSum y        ;  
	output LongBitSum z        ;  
	always@(*) begin
		if(x<y) 
			for (i=0; i<LongBits_limit; i=i+1) begin
				if(i == 0)
					z[i] = (!cut_line[i] & (x[i] | ( y[i+1] & y[i] & 0) )) |  (cut_line[i] & (x[i] | y[i]));
				else if(i == LongBits_limit - 1)
					z[i] = (!cut_line[i] & (x[i] | ( 0 & y[i] & z[i-1] ) )) |  (cut_line[i] & (x[i] | y[i]));
				else
					z[i] = (!cut_line[i] & (x[i] | ( y[i+1] & y[i] & z[i-1] ) )) |  (cut_line[i] & (x[i] | y[i]));
			end
		else
			for (i=0; i<LongBits_limit; i=i+1) begin
				if(i == 0)
					z[i] = (!cut_line[i] & (y[i] | ( x[i+1] & x[i] & 0) )) |  (cut_line[i] & (x[i] | y[i]));
				else if(i == LongBits_limit - 1)
					z[i] = (!cut_line[i] & (y[i] | ( 0 & x[i] & z[i-1] ) )) |  (cut_line[i] & (x[i] | y[i]));
				else
					z[i] = (!cut_line[i] & (y[i] | ( x[i+1] & x[i] & z[i-1] ) )) |  (cut_line[i] & (x[i] | y[i]));
			end
	end
endmodule
$ cat flow/run.sh
#!/bin/bash
# OpenROAD 26Q1-2900-gdf79404cd8, Yosys 0.63+post, stock flow scripts
make -C /OpenROAD-flow-scripts/flow DESIGN_CONFIG=/design/flow/config.mk WORK_HOME=/design/flow/orfs finish
==> results.toml <==
# implementation run metrics
[worst_setup_path]
end_kind = "output port"
crit_required_ps = 3760
max_stage_delay_ps = 500
startpoint = "y[1]"
cp_num_cells = 11
cp_max_fo = 3
cp_cell_sequence = "clkdlybuf4s50_1, inv_1, ha_1, and2_1, o41ai_4, a41oi_2, a21oi_2, or3_1, nand4_1, a22oi_1, clkdlybuf4s50_1"
crit_type = "in -> out"
critPathLaunchType = "input pin"
cpMostUsedCell = "clkdlybuf4s50_1"
cpLargestDelayFamily = "buffers and inverters"
cpMaxStageDelayCell = "clkdlybuf4s50_1"
critPathCapture = "z[6]"
path_buffers = 3
worstPathArrival_ps = 3570

[routing]
routed_wl_mm = 3.09
num_vias = 1248
drt_iter0_drc = 79
n_antenna_cell = 0
dr.pass1.iters = 5
viasPerCell = 4.93
antenna_left = 0
drc = 0
wl_per_cell_um = 12.2

[floorplan]
die_w_um = 80
dieHeight_um = 80
core_area_um2 = 3420
core.rowCount = 21
initCoreUtil_pct = 26.9
die-area_um2 = 6400
ios = 40

[synthesis]
yosys_area_um2 = 920
seq_area_frac_synth_pct = 0
mux_area_share_pct = 0
ys_sh_xor_pct = 0
ys_sh_simple_pct = 25.0
synth_area_um2 = 920
ys_cells = 142
ys_types = 34
yosys_warnings = 1
yosys.area_share.aoi_pct = 40.1
synth_cells = 142
syn_area_per_cell_um2 = 6.48
ys_top_logic_family = "AND-OR/OR-AND gates"
adder_share_pct = 24.5

[status]
outcome = "complete, no violations"

[grt]
track_usage_pct = 8.75
grt_pass1_vias = 1141
grt_max_degree = 21
antenna_found_initial = 0
grt_overflow = 0
grt_pass1_wl_mm = 4.88

[sta]
fmax_ghz = 0.222
slew_viol_final = 0
slew_headroom_pct = 76.2
rsz0062_at_grt = "no"
worstMarginPinSlew_ps = 348
setup_viol = 0
holdWs_ps = 2720
min_period_ps = 4510
period_used_pct = 95.9
hold_viol = 0

[cts]
ctsHoldBuffers = 0

[power]
power_frac_clock_pct = 0
powerDensity_nw_per_um2 = 94.2
switchingPower_mw = 0.0700
p_sw_share_pct = 44.0
max-vdd-ir-drop_mv = 0.0371
power.total_mw = 0.159
p_int_mw = 0.0891
comb_power_share_pct = 100.0
p_seq_share_pct = 0
p_leak_nw = 0.756

[placed_design]
gp_congestion = 0.882
hpwl_mm = 2.55
port_buffers = 40

[layout]
area_delta_synth_final_pct = 83.7
drive_gt1_share_pct = 20.8
n_fill_cell = 328
seq_cell_count = 0
regArea_um2 = 0
layout_top_cell = "clkdlybuf4s50_1"
mostFrequentLayoutCells = "clkdlybuf4s50_1 (37), buf_4 (26), inv_1 (22), ha_1 (16), nor2_1 (14)"
logic_area_um2 = 931
clkbuf_count = 0

[run]
max_cap_violations = 0
warning_count = 41

[min_path]
min_path_type = "in -> out"
[Yosys cell counts (3+ instances only)]
cell | n | area, um^2
a211oi_1 | 5 | 37.5
a21oi_1 | 14 | 70.1
a22oi_1 | 3 | 22.5
ha_1 | 18 | 225
inv_1 | 23 | 86.3
nand2_1 | 13 | 48.8
nand3_1 | 3 | 15.0
nand4_1 | 3 | 18.8
nor2_1 | 16 | 60.1
nor3_1 | 6 | 30.0
o21a_1 | 3 | 22.5
o21ai_0 | 5 | 25.0
or3_1 | 3 | 18.8
[how the worst min path moves through the flow]
stage                 slack, ps  depth (start not counted)         from   end
after CTS                  2850                          3  cut_line[9]  z[9]
after global routing       2780                          5         x[7]  z[7]
final                      2720                          5         x[7]  z[7]
[power by group through the flow]
| stage | logic (mW) | clock network [mW] | registers [mW] |
|---|---|---|---|
| 4_1_cts | 0.148 | 0 | 0 |
| 6_report | 0.159 | 0 | 0 |
| 5_1_grt | 0.176 | 0 | 0 |
[area by class of cell]
cell class	instances	area share, %
timing repair buffer	67	36.4
tap	46	3.41
inverter	23	5.11
multi-input combinational	117	55.1
[routing by layer]
layer	track usage [%]	part of all wire [%]	up-vias	wire length (um)
li1	-	-	658	-
met1	11.4	49	546	1510
met2	15.0	44	44	1350
met3	2.05	7.6	0	235
met4	0.176	0	0	0
met5	0	0	-	0
[kinds of logic (layout without fill, tap and decap cells)]
family / after synthesis / after routing
buffers and inverters: 25 / 90
AND-OR/OR-AND: 49 / 49
adder cells (fa/ha/maj): 18 / 18
AND/OR/NAND/NOR: 50 / 50
[through the flow]
| step | instance area [um^2] | setup slack (ps) | TNS, ps | cells | utilization (%) |
|---|---|---|---|---|---|
| floorplan | 920 | 1070 | 0 | 142 | - |
| global placement | 1560 | -75.0 | -75.0 | 251 | 45.8 |
| detailed placement | 1560 | -169 | -189 | 251 | 45.8 |
| CTS | 1580 | 22.1 | 0 | 251 | 46.1 |
| global route | 1690 | 3.81 | 0 | 253 | 49.5 |
| finish | 1690 | 190 | 0 | 253 | 49.5 |
[what timing repair did]
item                                    CTS  global route
gates resized                             4            17
cloned                                    0             0
setup buffers                             0             2
pin swaps                                 1            11
endpoints found under the setup margin    2             4
