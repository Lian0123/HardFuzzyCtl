===== flow/design.v =====
module BothLookCutLine(cut_line,x,y,z);
	parameter LongBits_limit = 10               ;  
	typedef bit [LongBits_limit-1:0] LongBitSum ;  
	int i = 0;
	input  LongBitSum cut_line ;  
	input  LongBitSum x        ;  
	input  LongBitSum y        ;  
	output LongBitSum z        ;  
	always_comb begin
		if(x<y) 
			for (i=0; i<LongBits_limit; i=i+1) begin
				if(i == 0)
					z[i] = (!cut_line[i] & (x[i] | ( y[i+1] & y[i] & 0 & 0 ) )) |  (cut_line[i] & (x[i] | y[i]));
				else if(i == LongBits_limit - 1)
					z[i] = (!cut_line[i] & (x[i] | ( 0 & y[i] & y[i-1] & x[i-1] ) )) |  (cut_line[i] & (x[i] | y[i]));
				else
					z[i] = (!cut_line[i] & (x[i] | ( y[i+1] & y[i] & y[i-1] & x[i-1] ) )) |  (cut_line[i] & (x[i] | y[i]));
			end
		else
			for (i=0; i<LongBits_limit; i=i+1) begin
				if(i == 0)
					z[i] = (!cut_line[i] & (y[i] | ( x[i+1] & x[i] & 0 & 0 ) )) |  (cut_line[i] & (x[i] | y[i]));
				else if(i == LongBits_limit - 1)
					z[i] = (!cut_line[i] & (y[i] | ( 0 & x[i] & x[i-1] & y[i-1] ) )) |  (cut_line[i] & (x[i] | y[i]));
				else
					z[i] = (!cut_line[i] & (y[i] | ( x[i+1] & x[i] & x[i-1] & y[i-1] ) )) |  (cut_line[i] & (x[i] | y[i]));
			end
	end
endmodule

===== flow/run.sh =====
#!/bin/bash
# OpenROAD 26Q1-2900-gdf79404cd8, Yosys 0.63+post, stock flow scripts
make -C /OpenROAD-flow-scripts/flow DESIGN_CONFIG=/design/flow/config.mk WORK_HOME=/design/flow/orfs finish

===== flow/config.mk =====
export PLATFORM = sky130hd
export DESIGN_NAME = BothLookCutLine
export DESIGN_NICKNAME = BothLookCutLine
export VERILOG_FILES = /design/flow/design.v
export SDC_FILE = /design/flow/constraint.sdc
export NUM_CORES = 4
export LEC_CHECK = 1
export CORE_AREA = 10 10 81 81
export DIE_AREA = 0 0 91 91

===== flow/constraint.sdc =====
current_design BothLookCutLine

set clk_period 5.2
set clk_io_pct 0.2

create_clock -name clk0 -period $clk_period

set non_clock_inputs [all_inputs -no_clocks]
set_input_delay [expr $clk_period * $clk_io_pct] -clock clk0 $non_clock_inputs
set_output_delay [expr $clk_period * $clk_io_pct] -clock clk0 [all_outputs]

==> summary.rpt <==
=== SYNTHESIS / PLACE & ROUTE SUMMARY ===
----------------------------------------------------
[STA]
  Highest attainable clock frequency ........................ 0.204 GHz
  Post-route setup TNS ........................ 0 ns
  Unrepaired setup endpoints after global routing ........................ no
  Worst Hold Margin ........................ roughly 3.0 ns
  Final-report setup violation count ........................ 0
  Max_slew headroom ........................ roughly 73%
  Actual transition at the worst max-transition pin ........................ ~0.41 ns
  Period utilization ........................ around 94%
  Final setup margin ........................ around 0.30 ns
  Final count of pins violating max slew ........................ 0
  Final critical-path required period ........................ just under 5 ns
  Total count of hold-check failures in the final report ........................ 0

[GRT]
  Largest net degree at the start of global routing ........................ 13
  Global-route wire length before repair ........................ 4910 um
  Via count of the first global-routing pass ........................ around 1000
  Total congestion overflow ........................ 0
  Initial antenna violation count ........................ 0
  Overall fraction of global-route tracks in use ........................ under 10%

[Routing]
  Length of the first detailed-routing pass in iterations ........................ 4
  Final wirelength ........................ ~2800 um
  Drt via density ........................ between 4 and 5
  Remaining antenna violation count ........................ 0
  Avg WL per Cell ........................ around 13 um
  DRT iter0 DRCs ........................ ~46
  Count of inserted antenna diode cells ........................ 0
  Detailed-route via count ........................ 937
  Number of DRC violations after detailed routing ........................ 0

[Floorplan]
  Placement Rows ........................ 25
  Horizontal die size ........................ 91 um
  Core area ........................ approximately 4800 um^2
  Floorplan utilization ........................ 17.1%
  Count of pins on the block boundary ........................ approximately 40
  Die outline area ........................ slightly above 8000 um^2
  Vert. Die Dim ........................ 91 um

[Run status]
  Status ........................ completed

[Final layout]
  Num sequential ........................ 0
  Final non-filler cell total ........................ roughly 220
  Area grow syn2layout ........................ 58.6%
  Fraction of final layout cells with drive strength greater than 1 ........................ ~10%
  Most used cells in the layout excluding fill and tap cells ........................ 40 x clkdlybuf4s50_1, 21 x inv_1, 18 x ha_1
  Clock buffer count ........................ 0
  Register area ........................ 0 um^2
  Most used logic cell in the final layout ........................ clkdlybuf4s50_1
  Final design instance area without fill ........................ roughly 1300 um^2

[CTS]
  Resized Gates After CTS ........................ 0
  Post-CTS Hold Fix Bufs ........................ 0
  Total setup buffers inserted after CTS ........................ 0

[Placed design]
  Sum of net half-perimeters after detailed placement ........................ about 2400 um
  Total placed instance area ........................ between 1000 and 1500 um^2
  Port buffer count ........................ 40
  Total placed cells including tap cells ........................ 217
  Worst slack after detailed placement ........................ about 0.29 ns
  Global placer's final weighted congestion ........................ about 0.8

[Synth]
  Number of cells produced by synthesis ........................ 109
  Average cell area after synthesis ........................ between 7 and 8 um^2
  XOR-XNOR Cells, Area Fraction ........................ 0%
  Dominant cell type by area after synthesis ........................ ha_1
  Distinct cell type count of the synthesized netlist ........................ 25
  Post-synthesis adder-cell area fraction ........................ a little over a quarter
  Yosys stat chip area ........................ 826 um^2
  Area share of the largest cell type after synthesis ........................ 27.3%
  Syn. warnings ........................ 1
  Compound-cell area share of the yosys netlist ........................ 36.1%
  Part of the Yosys area used for sequential elements ........................ 0%
  Post-synthesis simple-gate area fraction ........................ between 20% and 30%
  Area fraction in mux cells ........................ 0%
  Yosys cell count ........................ between 100 and 150
  Post-synth design cell area ........................ between 800 and 900 um^2
  Top cells by area, synth ........................ ha_1 27%, a221oi_2 15%, o41ai_1 12%
  Top logic family ........................ AND-OR/OR-AND gates

[Min path]
  Cell depth of the worst hold path ........................ 4
  Worst min-delay path category ........................ primary input to output pin

[Worst setup path]
  Crit path kind ........................ primary input to output pin
  Worst setup SP type ........................ primary input
  Worst EP required ........................ 4.16 ns
  Worst Setup EP ........................ z[3]
  Arrival time at the worst endpoint ........................ around 3.9 ns
  Origin of the worst setup path ........................ y[3]
  Type of destination of the critical path ........................ output pin
  Worst-path maximum fanout ........................ 12

[Run]
  Warning total across the stage logs ........................ between 40 and 50
  Max-capacitance violation count ........................ 0

[Pwr]
  Pleak ........................ between 0.5 and 0.6 nW
  IR drop worst, VDD ........................ slightly above 0.03 mV
  Total power per unit cell area ........................ 82.8 nW/um^2

----------------------------------------------------
cell usage after synthesis, drive strengths merged:
master,n
clkbuf,1
a221oi,9
nor2b,2
a211o,1
nor3,9
o21ai,2
ha,18
nand2,1
a21oi,2
a22oi,1
o31a,1
o41ai,11
o31ai,1
inv,21
nand2b,1
a211oi,1
buf,2
nor4,8
o21bai,1
nor2,13
or4,2
or2,1
logic make-up (layout without fill, tap and decap cells):
family                     Yosys count  in the layout
adders and majority gates           18             18
buffers and inverters               24             65
and+or+nand+nor                     37             37
AOI/OAI and AO/OA                   30             30
through the flow:
stage	power (mW)	util, %
after floorplan	0.0523	-
after CTS	0.110	27.2
final	0.108	27.2
after global placement	0.110	27.2
after detailed placement	0.109	27.2
after global routing	0.122	27.2
worst min path at each step:
stage,start,to,slack (ns)
CTS,y[9],z[9],3.05
global route,cut_line[9],z[9],3.12
finish,y[9],z[9],3.04
where the power goes:
group          total [mW]  leakage [nW]  switching [mW]  internal (mW)
registers               0             0               0              0
clock network           0             0               0              0
logic               0.108         0.552          0.0471         0.0613
metal layers:
metal / wire length (um) / track usage [%] / vias up
met5: 0 / 0 / -
met4: 0 / 0 / 0
met2: 1170 / 9.96 / 24
li1: - / - / 501
met3: 138 / 1.24 / 0
met1: 1520 / 10.3 / 412
area by class of cell:
class | instances | area, um^2
Fill cell | 548 | 3510
Tap cell | 67 | 83.8
Timing Repair Buffer | 44 | 430
Inverter | 21 | 78.8
Multi-Input combinational cell | 85 | 717
critical path, cell delays in order:
cell             delay, ns
clkdlybuf4s50_1       0.49
inv_1                 0.12
ha_1                  0.34
or4_1                 0.51
nor2_1                0.11
a211o_1               0.39
or2_1                 0.18
buf_4                 0.18
a221oi_2              0.07
clkdlybuf4s50_1       0.42
No activity file was given, so power comes from the tool's default toggle rates.
